--- design/flow/config.mk ---
export PLATFORM = sky130hd
export DESIGN_NAME = convolve
export DESIGN_NICKNAME = convolve
export VERILOG_FILES = /design/flow/design.v
export SDC_FILE = /design/flow/constraint.sdc
export NUM_CORES = 4
export LEC_CHECK = 1
export CORE_UTILIZATION = 50
--- design/flow/constraint.sdc ---
current_design convolve

set clk_period 11.6
set clk_io_pct 0.2

create_clock -name clk0 -period $clk_period [get_ports {i_clk}]

set non_clock_inputs [all_inputs -no_clocks]
set_input_delay [expr $clk_period * $clk_io_pct] -clock clk0 $non_clock_inputs
set_output_delay [expr $clk_period * $clk_io_pct] -clock clk0 [all_outputs]
--- design/flow/design.v ---
module convolve (
    input i_clk,
    input i_rst,
    input i_start,
    input [7:0] i_src1_data1,
    input [7:0] i_src1_data2,
    input [9:0] i_src1_start_addr,
    input [9:0] i_kernal_start_addr,
    input [9:0] dest_address1,
    input [9:0] dest_address2,
    input [2:0] i_stride,
    output reg [7:0] o_sum1,
    output reg [7:0] o_sum2,
    output reg o_done,
    output reg [9:0] src1_addr2,
    output [9:0] src1_src2_addr1
);
reg [7:0] kernal [2:0][2:0];
reg [9:0] i,j;
reg [3:0] i_k, j_k;
parameter IDLE = 3'b000, READ_KERNEL = 3'b001, LOAD_WINDOWS = 3'b010, CALC = 3'b011,WRITE = 3'b100;
reg addr_switch;
reg [2:0] state, next_state;
reg [7:0] window1 [2:0][2:0];  
reg [7:0] window2 [2:0][2:0];  
reg [9:0] kernal_addr,src1_addr1;
assign src1_src2_addr1 = (addr_switch) ? kernal_addr : src1_addr1;
always @(posedge i_clk or posedge i_rst) begin
    if (i_rst)
        state <= IDLE;
    else
        state <= next_state;
end
always @(*) begin
case(state)
    IDLE: begin
        if (i_start) begin
            next_state <= READ_KERNEL;
        end else begin
            next_state <= IDLE;
        end
    end
    READ_KERNEL: begin
        if(i_k == 2 && j_k == 2) begin
            next_state <= LOAD_WINDOWS;
            end
        else begin
            next_state <= READ_KERNEL;
        end
    end
    LOAD_WINDOWS: begin
 if(i == 3 - 1 && j == 3 - 1) begin
                next_state <= CALC;
            end else begin
                next_state <= LOAD_WINDOWS;
            end
    end
    CALC: begin
        if(i_k == 2 && j_k == 2) begin
            next_state <= WRITE;
        end else begin
            next_state <= CALC;
        end
    end
    WRITE: begin
        next_state <= IDLE;
    end
    default: next_state <= IDLE;
    endcase
end
always @(posedge i_clk ) begin
     case(state) 
        IDLE: begin
        i <= 0;
        j <= 0;
        j_k <= 0;
        i_k <= 0;
        o_sum1 <= 0;
        o_sum2 <= 0;
        o_done <= 0;
        addr_switch <= 0;
        kernal_addr <= i_kernal_start_addr;
        src1_addr1 <= i_src1_start_addr;
        src1_addr2 <= i_src1_start_addr + i_stride;
            end
        READ_KERNEL: begin
            addr_switch <= 1;
            kernal_addr <= kernal_addr + 1;
        kernal[i_k][j_k] <= i_src1_data1;
            if( (i_k == 2) && (j_k == 2)) begin
             i_k <= 0;
             j_k <= 0;
             addr_switch <= 0;
            end else if (i_k == 2) begin
                j_k <= j_k + 1;
                i_k <= 0;
            end else begin
                i_k <= i_k + 1;
            end
        end
        LOAD_WINDOWS: begin
                window1[i][j] <= i_src1_data1;
                window2[i][j] <= i_src1_data2;
                 if(j == 3 - 1) begin
                j <= 0;
                if(i == 3-1) begin
                    i <= 0;
                end
                else begin
                    src1_addr1 <= src1_addr1 + 28 - j;
                    src1_addr2 <= src1_addr1 + 28 - j + i_stride;
                    i <= i + 1;
                end
            end
            else begin
                src1_addr1 <= src1_addr1 + 1;
                j <= j + 1;
            end
        end
        CALC: begin
                    o_sum1 <= o_sum1 + (window1[i_k][j_k] * kernal[i_k][j_k]);
                    o_sum2 <= o_sum2 + (window2[i_k][j_k] * kernal[i_k][j_k]);
            if( (i_k == 2) && (j_k == 2)) begin
                j_k <= 0;
                i_k <= 0;
                o_done <= 1;
            end else if (i_k == 2) begin
                j_k <= j_k + 1;
                i_k <= 0;
            end else begin
                i_k <= i_k + 1;
            end
        end
        endcase
end
endmodule
--- design/flow/run.sh ---
#!/bin/bash
# OpenROAD 26Q1-2900-gdf79404cd8, Yosys 0.63+post, stock flow scripts
make -C /OpenROAD-flow-scripts/flow DESIGN_CONFIG=/design/flow/config.mk WORK_HOME=/design/flow/orfs finish
==> Slide: Implementation Results <==
Synthesis and Place & Route Summary

Worst setup path
  • Worst Path Arrival: 8760 ps
  • CP max FO: 17
  • Crit path launch type: register
  • Worst R2R Setup Slack: 3110 ps
  • Critical Path RT: 11860 ps
  • Crit path buf inv count: 7
  • CP peak stage delay: 660 ps
  • Slowest stage cell, crit path: xnor2_4
  • CP Capture Type: register
  • Crit-path leading delay family: adder cells
  • Most Frequent Cell on Critical Path: inv_1
  • Critical path class: register to register

Yosys
  • Seq share, synth: 0.559
  • Synthesis warning total: 1
  • Synthesized instance count: 1148
  • Most frequent cell after synthesis: edfxtp_1
  • Synth area leader: edfxtp_1
  • Area share, top type: 0.551
  • Flops after synth: 297
  • Synth Cell Area: 15900 sq um
  • Unique cell types: 65
  • Yosys Chip Area: 15900 sq um
  • Async set or reset register ratio after synthesis: 0.0168
  • EDFF count, synth: 292
  • Yosys cell count: 1148
  • Ys flop type: edfxtp_1
  • Synth cell count leaders: edfxtp_1 (292), inv_1 (112), nand2_1 (84)
  • Largest cells by area: edfxtp_1 (55%), mux4_2 (5.8%), ha_1 (5.7%), fa_1 (5.5%), xnor2_1 (3.3%)
  • Synthesized area per cell: 13.9 sq um

Cells and area
  • Utilization after layout: 0.592
  • Register area: 8890 sq um
  • Synthesis-to-layout area growth: 15.0%
  • FILL cells: 2431
  • MI comb area: 6420 sq um
  • Finished Layout Cells: 1674
  • Share of layout cells above drive strength 1: 0.128

Timing
  • Final setup margin: 3110 ps
  • Slew @ Worst Pin: 846 ps
  • Final Hold Viols: 0
  • Final hold slack: 425 ps
  • Aggregate negative setup slack: 0 ps
  • Final worst-path cycle share: 0.732
  • Layout Skew: 11.2 ps
  • RSZ-0062 raised after global routing: no
  • Pins over their slew limit: 0
  • Fin crit period: 8490 ps
  • F_max: 118 MHz
  • Slew headroom: 0.434
  • # setup viols final: 0

Pwr
  • P_int: 1.79 mW
  • Clock Power Share: 0.457
  • Sw power: 0.442 mW
  • Switching Fraction: 0.198
  • Comb pwr share: 0.017
  • Maximum vdd drop: 107 uV
  • Pwr Density: 122 nW/um^2
  • Leakage: 6.92 nW
  • Power share of the sequential group: 0.526

Clocking
  • Post-CTS Resized: 0
  • H-tree depth reported by CTS: 2
  • Clk sinks: 297
  • Clock-pin slew on the worst setup and hold paths: 60 ps
  • CTS buffer count: 34
  • CTS tree: built
  • Hold Buf Count CTS: 0
  • Clock tree buffer depth: 3
  • Root Driver: clkbuf_16
  • Clk latency late pin: 510 ps
  • Setup Buffers After CTS: 0

Global route
  • Largest net degree at the start of global routing: 50
  • First-pass GRT wire length: 52500 um
  • Initial antenna violation count: 0
  • Total grt overflow: 0
  • Vias in the first global route: 9667
  • GRT Util Overall: 0.231

Placed design
  • Dpl cells: 1614
  • Estimated wirelength of the detail-placed design: 21900 um
  • Post-place setup slack: 3070 ps
  • Port bufs: 78
  • Final weighted congestion in routability-driven placement: 0.834

Route
  • Average via count per standard cell: 5.40
  • DRT Pass-1 Iters: 4
  • Drc violations: 0
  • Final wirelength: 32700 um
  • Vias: 9043
  • DR WL/cell: 19.5 um
  • Antenna-violating nets left: 0
  • Diode count: 0
  • Starting DRC count in detailed routing: 589

Die
  • Cell Rows: 64
  • Die height: 180 um
  • Core ar.: 30900 sq um
  • Fp_density: 0.515
  • Die width: 180 um
  • IO Pins: 99
  • Die Size: 32500 sq um

Run status
  • Status: finished clean

Run
  • Max capacitance violation total: 0
  • Tool Warnings: 51

Hold path
  • Worst min path class: register to register
## path summary, 6_finish.rpt
path,start,endpoint,cells after the start
max in group asynchronous,i_rst,state[0],2
setup / recovery,i_k[0],o_sum1[7],28
hold reg to reg,state[1],state[0],1
setup reg to reg,i_k[0],o_sum1[7],28
min in group asynchronous,i_rst,state[1],2
hold / removal,state[1],state[0],1
## cell type report
cell class | count | share of cell area
flip-flops and latches | 297 | 0.486
multi-input cells | 700 | 0.351
repair buffers | 109 | 0.0554
inverters | 112 | 0.0230
clock inverters | 20 | 0.00882
well taps | 396 | 0.0271
clock buffers | 40 | 0.0489
## per-layer routing
metal | wire, um | share of wire | GRT usage | up-vias
li1 | - | - | - | 4310
met1 | 13500 | 0.41 | 0.347 | 4360
met5 | 0 | 0 | 0 | -
met3 | 3440 | 0.11 | 0.113 | 37
met2 | 15300 | 0.47 | 0.343 | 336
met4 | 522 | 0.016 | 0.0332 | 0
## worst register-to-register path: cells and delay by family, from the launching register on
family	cells	cell delay (ps)
multiplexers	2	700
AND-OR/OR-AND	2	360
XOR/XNOR	4	1320
buffers and inverters	7	460
AND/OR/NAND/NOR	4	990
flip-flops	1	650
adder cells (fa/ha/maj)	9	3770
## power by group through the flow
stage | clock (mW) | sequential [mW] | combinational [mW]
after CTS | 1.05 | 1.18 | 0.0386
after global routing | 1.09 | 1.18 | 0.0423
final | 1.02 | 1.18 | 0.0383
## logic make-up after synthesis
| group | share of synthesized area |
|---|---|
| DFF | 0.559 |
| AOI/OAI and AO/OA | 0.0325 |
| buffers and inverters | 0.0407 |
| adders and majority gates | 0.112 |
| and+or+nand+nor | 0.0933 |
| muxes | 0.103 |
| xor gates and xnor gates | 0.0592 |
## stage by stage
stage / power, mW / area [sq um]
final: 2.23 / 18300
after global routing: 2.31 / 18300
after CTS: 2.26 / 18300
after detailed placement: 1.24 / 17200
after global placement: 1.24 / 17200
after floorplan: 1.21 / 15900
## cell usage in the layout, fill, tap and decap left out, types with 28 or more instances in the layout
master           synthesis  final
ha_1                    72     72
clkbuf_16                0     35
nand2_1                 84     84
mux2i_1                 28     28
edfxtp_1               292    292
and2_1                  50     50
fa_1                    44     43
nor2_1                  78     77
inv_1                  112    112
a21oi_1                 28     28
xnor2_1                 60     60
buf_4                    6     31
mux4_2                  41     41
clkdlybuf4s50_1          0     78
nand3_1                 29     29
xor2_1                  30     30
## sequential cells by signal (all words and copies together) (netlist names)
register,cells
window1,72
j,10
state,5
window2,72
o_done,1
o_sum1,8
src1_addr1,10
j_k,4
i,10
kernal,72
addr_switch,1
src1_addr2,10
o_sum2,8
i_k,4
kernal_addr,10
Power is estimated from default activity; no workload was simulated.
