File: run.sh
#!/bin/bash
# OpenROAD 26Q1-2900-gdf79404cd8, Yosys 0.63+post, stock flow scripts
make -C /OpenROAD-flow-scripts/flow DESIGN_CONFIG=/design/flow/config.mk WORK_HOME=/design/flow/orfs finish
File: config.mk
export PLATFORM = sky130hd
export DESIGN_NAME = bram1
export DESIGN_NICKNAME = bram1
export VERILOG_FILES = /design/flow/design.v
export SDC_FILE = /design/flow/constraint.sdc
export NUM_CORES = 4
export LEC_CHECK = 1
export CORE_UTILIZATION = 50
export SYNTH_MEMORY_MAX_BITS = 65536
File: constraint.sdc
current_design bram1

set clk_period 33.7
set clk_io_pct 0.2

create_clock -name clk0 -period $clk_period [get_ports {clk}]

set non_clock_inputs [all_inputs -no_clocks]
set_input_delay [expr $clk_period * $clk_io_pct] -clock clk0 $non_clock_inputs
set_output_delay [expr $clk_period * $clk_io_pct] -clock clk0 [all_outputs]
File: design.v
module bram1 #(
    parameter BRAM_ADDR_WIDTH = 10,  
    parameter WEIGHT_WIDTH = 8,  
    parameter BRAM_DEPTH = 28*28  
) (
    input clk,
    input wr_en,  
    input [BRAM_ADDR_WIDTH-1:0] wr_addr,  
    input [WEIGHT_WIDTH-1:0] data_in,  
    input [BRAM_ADDR_WIDTH-1:0] rd_addr,  
    output [WEIGHT_WIDTH-1:0] data_out  
);
reg [7:0] bram [BRAM_DEPTH-1:0];  
always @(posedge clk) begin
    if (wr_en) begin
        bram[wr_addr] <= data_in;  
    end
end
assign data_out = bram[rd_addr];  
endmodule
==> report_table.html <==
<h2>Implementation results</h2>
<table>
<tr><th>Metric</th><th>Value</th></tr>
<tr><th colspan="2">Status</th></tr>
<tr><td>Status</td><td>completed</td></tr>
<tr><th colspan="2">Logic synthesis</th></tr>
<tr><td>Combined area of all synthesized cells</td><td>243000 um^2</td></tr>
<tr><td>Syn Inst Count</td><td>10800</td></tr>
<tr><td>Count of library flops with an enable pin</td><td>6272</td></tr>
<tr><td>Unique cell type count in the Yosys netlist</td><td>roughly 63</td></tr>
<tr><td>Mean Syn Cell Area</td><td>22.5 um^2</td></tr>
<tr><td>Synthesis-stage register bit count</td><td>6272</td></tr>
<tr><td>Top FF cell, synth</td><td>sky130_fd_sc_hd__edfxtp_1</td></tr>
<tr><td>Share of async-settable or async-resettable flops after synthesis</td><td>0%</td></tr>
<tr><td>Compound-cell area share of the yosys netlist</td><td>approximately 1.6%</td></tr>
<tr><td>Simple-gate portion of the synthesized area</td><td>2.10%</td></tr>
<tr><td>Portion of netlist area occupied by mux cells</td><td>between 15 and 20%</td></tr>
<tr><td>Sequential element share of the synthesized area</td><td>just under 80%</td></tr>
<tr><td>Yosys Instances</td><td>10800</td></tr>
<tr><td>Share of synthesized cell area in full adder, half adder and majority cells</td><td>0%</td></tr>
<tr><td>Chip Area, Yosys</td><td>~240000 um^2</td></tr>
<tr><td>Number of warnings issued by yosys</td><td>1</td></tr>
<tr><td>Post-synthesis xor/xnor area fraction</td><td>0%</td></tr>
<tr><td>Largest family of logic cells by area</td><td>multiplexers</td></tr>
<tr><th colspan="2">Layout</th></tr>
<tr><td>Synth-to-Final Area Change</td><td>12.0%</td></tr>
<tr><td>Flip-flop count of the largest register after layout</td><td>6272</td></tr>
<tr><td>Register with the most flip-flops</td><td>bram</td></tr>
<tr><td>Final standard cell count with taps included and fillers excluded</td><td>18300</td></tr>
<tr><td>Fin area</td><td>between 200000 and 300000 um^2</td></tr>
<tr><td>Largest registers in the final layout</td><td>bram x6272</td></tr>
<tr><td>Fraction of layout instances using a drive strength above 1</td><td>26.9%</td></tr>
<tr><th colspan="2">Critical path</th></tr>
<tr><td>Critical Path Fanout Max</td><td>between 60 and 70</td></tr>
<tr><td>Endpoint required time on the critical path</td><td>26.96 ns</td></tr>
<tr><td>Nature of the critical path endpoint</td><td>output pin</td></tr>
<tr><td>Largest delay share family, worst path</td><td>buffers and inverters</td></tr>
<tr><td>Critical path buffers and inverters</td><td>10</td></tr>
<tr><td>Standard cell with the maximum stage delay on the critical path</td><td>sky130_fd_sc_hd__a221oi_1</td></tr>
<tr><td>Worst setup SP type</td><td>input pin</td></tr>
<tr><td>Cell breakdown of the critical path</td><td>buf_16, buf_4, buf_4, buf_4, buf_4, buf_4, buf_4, buf_4, mux4_2, mux4_2, a21oi_1, o21ai_0, a221oi_1, buf_4, a32oi_1, clkdlybuf4s50_1</td></tr>
<tr><td>Largest stage delay, worst path</td><td>0.79 ns</td></tr>
<tr><td>Setup Crit Path Kind</td><td>in2out</td></tr>
<tr><td>Endpoint arrival time on the critical path</td><td>15.36 ns</td></tr>
<tr><td>Crit-path most repeated cell</td><td>sky130_fd_sc_hd__buf_4</td></tr>
<tr><th colspan="2">Final timing</th></tr>
<tr><td>Setup repair after global routing missed its margin</td><td>no</td></tr>
<tr><td>Fmax</td><td>between 40 and 50 MHz</td></tr>
<tr><td>Final hold violation count</td><td>0</td></tr>
<tr><td>Final-report setup violation count</td><td>0</td></tr>
<tr><td>Aggregate negative setup slack</td><td>0 ns</td></tr>
<tr><td>Measured slew at the worst slew-check pin</td><td>1.37 ns</td></tr>
<tr><td>Final number of max-transition violations</td><td>0</td></tr>
<tr><td>Max-Slew Margin vs Limit</td><td>8.47%</td></tr>
<tr><td>Final min period</td><td>22.10 ns</td></tr>
<tr><td>Ratio of final minimum period to clock period</td><td>65.6%</td></tr>
<tr><th colspan="2">Clock network</th></tr>
<tr><td>Clock Pin Slew Worst Setup and Hold Paths</td><td>about 0.050 ns</td></tr>
<tr><td>Buffers inserted by post-CTS timing repair</td><td>0</td></tr>
<tr><td>Total CTS buffers</td><td>between 600 and 700</td></tr>
<tr><td>Cell at the root of the clock tree</td><td>sky130_fd_sc_hd__clkbuf_16</td></tr>
<tr><td>Max clock buf depth</td><td>4</td></tr>
<tr><td>Post-cts resize count</td><td>0</td></tr>
<tr><td>Clock tree from TritonCTS</td><td>yes</td></tr>
<tr><td>Sink count of the clock tree</td><td>6272</td></tr>
<tr><td>Hold Buf Count CTS</td><td>0</td></tr>
<tr><td>H-tree depth</td><td>6</td></tr>
<tr><th colspan="2">Floorplan</th></tr>
<tr><td>Die height</td><td>700 um</td></tr>
<tr><td>Placement row count</td><td>255</td></tr>
<tr><td>Top Ports</td><td>38</td></tr>
<tr><td>Total die area</td><td>489000 um^2</td></tr>
<tr><td>Die Wd</td><td>between 600 and 700 um</td></tr>
<tr><td>Starting density of the core</td><td>50.3%</td></tr>
<tr><td>Core region area</td><td>483000 um^2</td></tr>
<tr><th colspan="2">Detailed routing</th></tr>
<tr><td>Met2 routed wirelength</td><td>297 mm</td></tr>
<tr><td>Number of search-and-repair iterations in the first detailed-routing pass</td><td>5</td></tr>
<tr><td>Wire length the detailed router placed on met1</td><td>191 mm</td></tr>
<tr><td>Highest layer used for signal routing</td><td>met5</td></tr>
<tr><td>Detailed-route DRC error count</td><td>0</td></tr>
<tr><td>DRT antenna net count</td><td>0</td></tr>
<tr><td>Detailed route wirelength on metal3</td><td>132 mm</td></tr>
<tr><td>Via density per instance</td><td>6.25</td></tr>
<tr><td>Routed wire length</td><td>644 mm</td></tr>
<tr><td>Via total after detailed routing</td><td>114000</td></tr>
<tr><td>Routed wire per std cell</td><td>35.2 um</td></tr>
<tr><td>Starting DRT DRC Count</td><td>8077</td></tr>
<tr><th colspan="2">Placement</th></tr>
<tr><td>IO buf count</td><td>37</td></tr>
<tr><td>HPWL after detailed placement</td><td>396 mm</td></tr>
<tr><td>Post-Place Cells</td><td>17100</td></tr>
<tr><td>Placed standard-cell area</td><td>roughly 250000 um^2</td></tr>
<tr><td>Weighted congestion reported at the end of routability-driven placement</td><td>0.894</td></tr>
<tr><th colspan="2">Min path</th></tr>
<tr><td>Class of the most critical hold timing path</td><td>in2reg</td></tr>
<tr><th colspan="2">Power</th></tr>
<tr><td>Peak supply drop</td><td>0.0606 mV</td></tr>
<tr><td>Leakage Power</td><td>84.0 nW</td></tr>
<tr><td>Total power</td><td>16.1 mW</td></tr>
<tr><td>Pwr per Cell Area</td><td>59.0 nW/um^2</td></tr>
<tr><th colspan="2">Flow run</th></tr>
<tr><td>Number of warnings in the stage logs</td><td>46</td></tr>
<tr><td>Max Cap Viol</td><td>0</td></tr>
<tr><th colspan="2">Global routing</th></tr>
<tr><td>Global-route usage over all layers</td><td>between 30% and 40%</td></tr>
<tr><td>Largest net degree at the start of global routing</td><td>134</td></tr>
<tr><td>Wire length of the first global-routing pass</td><td>between 900 and 1000 mm</td></tr>
<tr><td>Initial antenna violation count</td><td>54</td></tr>
<tr><td>Via count of the first global-routing pass</td><td>128000</td></tr>
<tr><td>Total overflow reported by the global router</td><td>0</td></tr>
</table>
[placed cells by master (no fill, tap or decap), types with 42 or more instances in the layout]
master / count
sky130_fd_sc_hd__mux4_2: 1689
sky130_fd_sc_hd__buf_4: 534
sky130_fd_sc_hd__diode_2: 60
sky130_fd_sc_hd__nand2_1: 192
sky130_fd_sc_hd__mux2i_1: 340
sky130_fd_sc_hd__clkbuf_1: 131
sky130_fd_sc_hd__o22ai_1: 85
sky130_fd_sc_hd__a21oi_1: 100
sky130_fd_sc_hd__clkinv_2: 104
sky130_fd_sc_hd__edfxtp_1: 6272
sky130_fd_sc_hd__o221ai_1: 129
sky130_fd_sc_hd__clkbuf_16: 651
sky130_fd_sc_hd__a22oi_1: 42
sky130_fd_sc_hd__nor3_1: 59
sky130_fd_sc_hd__nor2_1: 831
sky130_fd_sc_hd__clkinv_1: 164
[cells by family (layout without fill, tap and decap cells)]
logic type             Yosys count  in the layout
DFF                           6272           6272
muxes                         2050           2050
and+or+nand+nor               1244           1244
buffers and inverters          696           1737
AOI/OAI and AO/OA              536            536
other                            0             60
[metrics by stage]
stage / setup slack, ns / utilization, % / hold WS [ns]
2_1_floorplan: 17.60 / - / 6.84
3_3_place_gp: 11.51 / 52.3 / 7.13
3_5_place_dp: 11.51 / 52.3 / 7.13
4_1_cts: 11.45 / 56.4 / 5.97
5_1_grt: 10.87 / 56.4 / 6.02
6_report: 11.60 / 56.4 / 6.05
[Yosys cell counts (all sizes together), types with 4 or more instances]
cell | n | area, um^2
and3b | 5 | 43.8
edfxtp | 6272 | 188000
o311ai | 8 | 70.1
nor3 | 63 | 315
o211ai | 19 | 143
a21oi | 100 | 500
inv | 6 | 22.5
nand4 | 14 | 87.6
a2111oi | 7 | 61.3
o21ai | 36 | 180
nor4b | 4 | 35.0
mux2 | 6 | 67.6
nor2 | 837 | 3140
nand2b | 4 | 25.0
a211oi | 19 | 143
o22ai | 85 | 532
a221oi | 24 | 210
o221ai | 130 | 1140
nor2b | 17 | 106
a32oi | 13 | 114
a22oi | 42 | 315
and2 | 5 | 31.3
buf | 424 | 3040
nor4 | 16 | 100
mux4 | 1704 | 38400
or4 | 5 | 37.5
and3 | 6 | 37.5
nand3 | 50 | 250
a22o | 17 | 149
o31ai | 6 | 45.0
a31oi | 10 | 62.6
nor3b | 6 | 45.0
or3 | 11 | 68.8
mux2i | 340 | 3400
clkbuf | 264 | 1000
a221o | 6 | 60.1
nand2 | 192 | 721
[final cells by class]
class                      instances  area (um^2)
fill                           34100       211000
sequential                      6272       188000
antenna                           60          150
clock buffer                     782        16800
tap                             6425         8040
clock inverter                   364         3060
inverter                           6         38.8
timing repair buffer             585         4740
multi-input combinational       3830        51500
[where the power goes]
part           total, mW  switching [mW]  leakage [nW]  internal (mW)
Combinational      0.789           0.512          18.0          0.277
Sequential          8.59         0.00107          56.4           8.59
Clock               6.72            2.92          9.67           3.80
[layer usage]
layer	track usage, %	vias to the layer above
met5	2.75	-
met3	26.9	1186
met4	8.43	84
met1	37.4	58200
li1	-	47000
met2	41.4	7938
[path summary, 6_finish.rpt]
path	endpoint	startpoint	cells after the start
max	data_out[4]	rd_addr[0]	16
min	bram[413][6]$_DFFE_PP_	data_in[6]	1
Power and IR drop assume default switching activity.
