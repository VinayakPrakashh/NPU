**flow/design.v**
```verilog
module bram #(
    BIT_DEPTH = 8,  
    ADDR_WIDTH = 10,  
    DEPTH = 784  
) (
    input clk,
    input wr_en,  
    input rd_en,  
    input [ADDR_WIDTH-1:0] wr_addr,  
    input [BIT_DEPTH-1:0] data_in,  
    input [ADDR_WIDTH-1:0] rd_addr,  
    output reg [BIT_DEPTH-1:0] data_out  
);
reg [BIT_DEPTH-1:0] bram [DEPTH-1:0];  
always @(posedge clk) begin
    if (wr_en) begin
        bram[wr_addr] <= data_in;  
    end
    if (rd_en) begin
        data_out <= bram[rd_addr];  
    end
end
endmodule
```
**flow/constraint.sdc**
```tcl
current_design bram

set clk_period 20.6
set clk_io_pct 0.2

create_clock -name clk0 -period $clk_period [get_ports {clk}]

set non_clock_inputs [all_inputs -no_clocks]
set_input_delay [expr $clk_period * $clk_io_pct] -clock clk0 $non_clock_inputs
set_output_delay [expr $clk_period * $clk_io_pct] -clock clk0 [all_outputs]
```
**flow/run.sh**
```bash
#!/bin/bash
# OpenROAD 26Q1-2900-gdf79404cd8, Yosys 0.63+post, stock flow scripts
make -C /OpenROAD-flow-scripts/flow DESIGN_CONFIG=/design/flow/config.mk WORK_HOME=/design/flow/orfs finish
```
**flow/config.mk**
```make
export PLATFORM = sky130hd
export DESIGN_NAME = bram
export DESIGN_NICKNAME = bram
export VERILOG_FILES = /design/flow/design.v
export SDC_FILE = /design/flow/constraint.sdc
export NUM_CORES = 4
export LEC_CHECK = 1
export CORE_UTILIZATION = 40
export SYNTH_MEMORY_MAX_BITS = 65536
```
==> metrics.yaml <==
ys_seq_frac: 0.774
hold_path_class: "flip-flop to flip-flop"
grt_pass1_wl_um: 926000
cts_tree: "yes"
coreArea_sq_mm: 0.607
fillers: 48500
fmax_ghz: 0.0960
cp_top_family: "buffers and inverters"
vias: 115000
layout_top_cells: "6280 x edfxtp_1, 1689 x mux4_2, 832 x nor2_1"
reg2reg_to: "data_out[5]"
synth_area_sq_mm: 0.244
hpwl_um: 401000
worst_ep_required_time_ps: 21390
r2r_slack_ps: 16330
antenna_found_initial: 61
cts_sinks: 6280
yosysWarnings: 1
fin_worst_skew_ps: 52.3
lay_top_count: "edfxtp_1"
critical_path.cell_chain: "buf_16, buf_4, buf_4, buf_12, buf_4, buf_4, buf_4, mux4_2, mux4_2, mux2i_1, o21ai_0, a221oi_1, a32oi_1"
cp-start-kind: "input port"
cp-end-kind: "flip-flop"
vdd_drop_max_uv: 99.5
slew_viol_final: 0
via_per_inst: 5.76
run_status: "finished, final reports clean"
area_growth_pct: 13.2
die_y_um: 782
ctsHoldBuffers: 0
path_clk_slew_ps: 60
globalRouteTotalUtil: 0.235
numCtsBuffers: 636
fin_crit_ps: 10410
overflow: 0
grt_max_degree: 132
slowest_delay_ps: 1050
post-cts-setup-buffer-count: 0
htreeDepth: 6
cp_slowest_cell: "a221oi_1"
setup_viol: 0
yosys_cells: 10800
reg2reg_from: "bram[639][5]"
io_pins: 39
period_used_share: 0.505
synth_cell_type_count: 63
die_area_sq_mm: 0.612
root_buffer: "clkbuf_16"
log.warning_count: 51
power_density_mw_per_mm2: 96.9
layout-drive-gt1-share: 0.270
ys_ff: 6280
finalHoldViolCount: 0
place_congestion: 0.887
worstSetupPathType: "input port to flip-flop"
rows: 286
startpoint: "rd_addr[1]"
relSlewSlack: 0.0951
tns_ps: 0
crit_fanout: 74
worst_slew_pin_slew_ps: 1350
initCoreUtil: 0.402
async_flop_share: 0
fin_hold_ws_ps: 1350
p_leak_nw: 84.3
arrival_ps: 11200
clk_path_buf_depth: 4
rsz0062_at_grt: "false"
synth-main-ff-cell: "edfxtp_1"
clk_latency_ps: 1140
cts.repair.resized: 0
die_x_um: 782
antenna_left: 0
routed_wl_um: 650000
max-cap-violations: 0
crit_path_frequent_cell: "buf_4"
edf_count: 6280
post_synth.cell_area_avg_sq_um: 22.5
logic_area_sq_mm: 0.0514
cp-endpoint: "data_out[0]"
reg2reg_depth: 9
drc: 0
yosys_area_sq_mm: 0.244
wl_per_cell_um: 32.5
path_buffers: 7
syn_inst: 10800
grt_pass1_vias: 129000
drtIter0Drc: 7809
worst-path-stages: 13
flop_area_sq_mm: 0.189
portBuffers: 38
drt_pass1_iterations: 6
post-route-util: 0.454
==> flip-flops by register name, indices dropped and copies added (netlist names) <==
signal,cells
data_out,8
bram,6272
==> layer usage <==
metal | part of all wire | vias up | track usage
met4 | 0.038 | 88 | 0.0758
met1 | 0.29 | 58600 | 0.248
li1 | - | 47000 | -
met3 | 0.20 | 1291 | 0.218
met2 | 0.46 | 8294 | 0.334
met5 | 0.0030 | - | 0.0169
==> worst min path at each step <==
stage           startpoint     endpoint  slack [ps]  depth (start not counted)
CTS           bram[772][7]  data_out[7]        1370                          6
global route  bram[773][4]  data_out[4]        1440                          6
finish        bram[772][7]  data_out[7]        1350                          6
==> cell usage after synthesis (all sizes together), types with 16 or more instances <==
library cell     n  area share
edfxtp        6280        0.77
nand2          192      0.0030
a211oi          19     0.00059
o22ai           85      0.0022
mux2i          340       0.014
nor4            16     0.00041
clkbuf         264      0.0041
a221oi          24     0.00086
a22o            17     0.00061
mux4          1704        0.16
nand3           50      0.0010
nor2           837       0.013
buf            424       0.012
o221ai         130      0.0047
o211ai          19     0.00059
nor2b           17     0.00044
a21oi          100      0.0021
a22oi           42      0.0013
nor3            63      0.0013
o21ai           36     0.00074
==> power by group <==
group | switching [mW] | internal, mW
sequential | 0.0107 | 14.1
clock | 4.91 | 6.45
combinational | 0.830 | 0.450
==> cell type report <==
| class | count | share of cell area |
|---|---|---|
| inverter | 6 | 0.000141 |
| antenna | 91 | 0.000826 |
| clock inverter | 397 | 0.0153 |
| multi-input combinational | 3830 | 0.187 |
| timing repair buffer | 570 | 0.0167 |
| sequential | 6280 | 0.684 |
| clock buffer | 753 | 0.0597 |
| tap | 8064 | 0.0366 |
==> logic make-up after synthesis <==
group | share of synthesized area
flops | 0.774
simple gates | 0.0210
buf+inv | 0.0168
mux | 0.172
compound gates | 0.0159
==> stage by stage <==
step / std cells / area, sq um / total power [mW] / worst slack, ps
after CTS: 19900 / 275000 / 26.9 / 10360
after floorplan: 10800 / 244000 / 15.0 / 13590
after global routing: 19900 / 275000 / 27.5 / 10000
after global placement: 18700 / 255000 / 15.6 / 9250
final: 20000 / 276000 / 26.7 / 10190
after detailed placement: 18700 / 255000 / 15.6 / 9220
==> worst reg2reg max path, stage by stage (launching register included) <==
cell and delay (ps):
edfxtp_1 360, mux4_2 510, mux4_2 520, mux2i_1 490, mux4_2 430, nor4_1 120, buf_2 200, buf_4 180
a211oi_1 1050, a31oi_1 80
Power is estimated from default activity; no workload was simulated.
