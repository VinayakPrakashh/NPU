**flow/run.sh**
```bash
#!/bin/bash
# OpenROAD 26Q1-2900-gdf79404cd8, Yosys 0.63+post, stock flow scripts
make -C /OpenROAD-flow-scripts/flow DESIGN_CONFIG=/design/flow/config.mk WORK_HOME=/design/flow/orfs finish
```
**flow/config.mk**
```make
export PLATFORM = sky130hd
export DESIGN_NAME = LUTRAM1
export DESIGN_NICKNAME = LUTRAM1
export VERILOG_FILES = /design/flow/design.v
export SDC_FILE = /design/flow/constraint.sdc
export NUM_CORES = 4
export LEC_CHECK = 1
export CORE_UTILIZATION = 30
export SYNTH_MEMORY_MAX_BITS = 65536
```
**flow/constraint.sdc**
```tcl
current_design LUTRAM1

set clk_period 33.7
set clk_io_pct 0.2

create_clock -name clk0 -period $clk_period [get_ports {clk}]

set non_clock_inputs [all_inputs -no_clocks]
set_input_delay [expr $clk_period * $clk_io_pct] -clock clk0 $non_clock_inputs
set_output_delay [expr $clk_period * $clk_io_pct] -clock clk0 [all_outputs]
```
**flow/design.v**
```verilog
module LUTRAM1 #(
    BIT_DEPTH = 8,  
    ADDR_WIDTH = 10,  
    DEPTH = 784  
) (
    input clk,
    input wr_en,  
    input [ADDR_WIDTH-1:0] wr_addr,  
    input [BIT_DEPTH-1:0] data_in,  
    input [ADDR_WIDTH-1:0] rd_addr,  
    output [BIT_DEPTH-1:0] data_out  
);
reg [BIT_DEPTH-1:0] LUTRAM [DEPTH-1:0];  
always @(posedge clk) begin
    if (wr_en) begin
        LUTRAM[wr_addr] <= data_in;  
    end
end
assign data_out = LUTRAM[rd_addr];  
endmodule
```
==> impl_metrics.yaml <==
# yosys + openroad results
run_status:
  status: "complete, no violations"
global_route:
  antenna_found_initial: 44
  grt_max_degree: 147
  grt_pass1_wl_mm: 929.5
  grt_pass1_vias: 126400
  grt_overflow: 0
  grtUsageTotal_pct: 17.18
clock_network:
  cts_made_buffers: 620
  cts.clk_slew.worst_paths_ns: 0.06
  post_cts_resized: 0
  clock-sinks: 6272
  postCtsSetupBuffers: 0
  ctsHoldBuffers: 0
  cts-root-buf: "clkbuf_16"
  clockBufferDepth: 4
  cts_max_level: 6
  cts_tree: "yes"
logic_synthesis:
  top_area_share_pct: 77.41
  yosys.stat.seqShare_pct: 77.41
  synth-warning-count: 1
  edf_count: 6272
  synth_cells: 10800
  avgSynthCellArea_um2: 22.53
  topCellsByArea: "edfxtp_1 (77%), mux4_2 (16%), mux2i_1 (1.4%)"
  synth.cell_area_mm2: 0.2433
  synth-seq-cells: 6272
  synth.distinct_cells: 63
  largest_area_cell: "edfxtp_1"
  synth_async_sr_flop_share_pct: 0
  ys_cells: 10800
  yosysChipArea_mm2: 0.2433
  ff_type: "edfxtp_1"
pwr:
  p_int_mw: 12.57
  power_density_mw_per_mm2: 57.47
  combPwrFrac_pct: 5.0
  power_switching_mw: 3.434
  power_frac_clock_pct: 41.4
  finalPower_mw: 16.01
  seqPwrFrac_pct: 53.6
  ir_drop_v: 0.00005493
  switching_share_pct: 21.46
  p_leak_nw: 84.44
final_layout:
  largest_register_ffs: 6272
  top_regs: "LUTRAM: 6272 flops"
  regMostFlops: "LUTRAM"
  drive_gt1_share_pct: 27.68
  area_growth_pct: 14.46
  nFillCells: 73750
  post-route-util_pct: 34.48
die:
  rows: 330
  dieWidth_um: 902.6
  ios: 38
  chipHeight_um: 902.6
  initCoreUtil_pct: 30.13
  dieArea_mm2: 0.8147
  core_mm2: 0.8076
placed_design:
  placement.io_buffers: 37
  dpl.hpwl_mm: 404.0
  gp_congestion: 0.8841
setup_path:
  startpoint: "rd_addr[0]"
  cpLargestDelayFamily: "buffers and inverters"
  slowest_stage: "buf_4"
  cp.depth: 17
  cp_num_buf_inv: 10
  critPathMostFrequentCell: "buf_4"
  crit_arrival_ns: 14.84
  crit_fanout: 68
  end_kind: "output port"
  crit_type: "input port to output port"
  crit_path_cell_trace: "buf_16 -> buf_4 -> buf_4 -> buf_4 -> buf_4 -> buf_4 -> buf_4 -> buf_4 -> mux4_2 -> mux4_2 -> mux2i_1 -> mux4_2 -> nor4_1 -> buf_4 -> a211oi_1 -> a31oi_1 -> clkdlybuf4s50_1"
  cpPeakStageDelay_ns: 0.70
  cp.required_ns: 26.96
  start_kind: "input port"
routing:
  vias: 114800
  drt.antenna.violating_nets: 0
  drc: 0
  via_per_inst: 5.030
  wire_per_inst_um: 28.74
  drt_first_pass_iters: 7
  drt_iter0_drc: 8427
  drt_wl_total_mm: 656.0
hold_path:
  min_to: "LUTRAM[30][7]$_DFFE_PP_"
  min_path_type: "input port to flop"
  hp-start: "data_in[7]"
  hold_path_depth: 1
job:
  warnings: 39
  max_cap_violations: 0
sta:
  report.final.slew_viol_count: 0
  tightest_slew_ns: 1.379
  layout_worst_path_cycle_share_pct: 64.03
  clock.fmax_ghz: 0.04634
  max-slew-margin-rel_pct: 7.747
  setup_violations: 0
  hold_viol_final: 0
  min_period_ns: 21.58
  rsz0062_at_grt: "no"
  fin_setup_tns_ns: 0
cell usage after synthesis (all sizes together) (36+ instances only):
cell	count
a21oi	100
a22oi	42
buf	424
clkbuf	264
edfxtp	6272
mux2i	340
mux4	1704
nand2	192
nand3	50
nor2	837
nor3	63
o21ai	36
o221ai	130
o22ai	85
metrics by stage:
stage | hold slack [ns] | setup slack (ns) | cell area, um^2 | std cells
floorplan | 6.839 | 17.60 | 243300 | 10800
global placement | 7.181 | 12.02 | 259100 | 21620
detailed placement | 7.191 | 11.97 | 259100 | 21620
CTS | 6.010 | 11.96 | 278300 | 22740
global route | 6.072 | 11.36 | 278400 | 22780
finish | 6.086 | 12.12 | 278500 | 22830
logic make-up after synthesis:
logic type,count (synthesis),share of synthesized area (%)
buf+inv,696,1.678
flops,6272,77.41
compound gates,536,1.589
simple gates,1244,2.104
mux,2050,17.22
cell type report:
| class | count | area, um^2 | area share (%) |
|---|---|---|---|
| multi-input combinational | 3830 | 51480 | 18.49 |
| timing repair buffer | 720 | 5702 | 2.047 |
| clock inverter | 350 | 2858 | 1.026 |
| clock buffer | 770 | 16350 | 5.872 |
| inverter | 6 | 40.04 | 0.01438 |
| tap | 10790 | 13500 | 4.848 |
| antenna | 90 | 225.2 | 0.08087 |
| sequential | 6272 | 188300 | 67.63 |
routing by layer:
metal / GRT usage, % / wire [um] / up-vias
met4: 5.419 / 25080 / 64
met5: 1.632 / 1816 / -
met2: 24.50 / 295200 / 7378
met3: 15.53 / 129400 / 1136
met1: 18.36 / 204400 / 58990
li1: - / - / 47260
worst max-delay path by stage:
stage	endpoint	slack, ns
after CTS	data_out[5]	11.96
after global routing	data_out[5]	11.36
final	data_out[5]	12.12
power groups by stage:
stage	combinational, mW	sequential [mW]	clock [mW]
after CTS	0.798	8.59	6.73
after global routing	0.846	8.58	7.01
final	0.795	8.59	6.62
placed cells by master (no fill, tap or decap), types with 15 or more instances in the layout:
master,netlist,routed
edfxtp_1,6272,6272
mux4_2,1689,1689
nor2_1,837,828
buf_4,73,674
clkbuf_16,0,633
mux2i_1,340,340
nand2_1,192,192
clkinv_1,0,152
clkbuf_1,263,137
o221ai_1,129,129
clkinv_2,0,103
a21oi_1,100,100
diode_2,0,90
o22ai_1,85,85
nor3_1,63,58
a22oi_1,42,42
o21ai_0,35,35
bufinv_16,0,33
nand3_4,0,32
inv_6,0,24
a221oi_1,24,21
o211ai_1,19,19
clkdlybuf4s50_1,0,19
nand3_1,50,18
a22o_1,17,17
a211oi_1,19,15
mux4_1,15,15
clkinv_8,0,15
Power and IR drop assume default switching activity.
