**design/flow/config.mk**
```make
export PLATFORM = sky130hd
export DESIGN_NAME = LUTRAM3
export DESIGN_NICKNAME = LUTRAM3
export VERILOG_FILES = /design/flow/design.v
export SDC_FILE = /design/flow/constraint.sdc
export NUM_CORES = 4
export LEC_CHECK = 1
export CORE_UTILIZATION = 30
export SYNTH_MEMORY_MAX_BITS = 65536
```
**design/flow/constraint.sdc**
```tcl
current_design LUTRAM3

set clk_period 26.9
set clk_io_pct 0.2

create_clock -name clk0 -period $clk_period [get_ports {clk}]

set non_clock_inputs [all_inputs -no_clocks]
set_input_delay [expr $clk_period * $clk_io_pct] -clock clk0 $non_clock_inputs
set_output_delay [expr $clk_period * $clk_io_pct] -clock clk0 [all_outputs]
```
**design/flow/design.v**
```verilog
module LUTRAM3 #(
    BIT_DEPTH = 8,  
    ADDR_WIDTH = 10,  
    DEPTH = 784  
) (
    input clk,
    input wr_en,  
    input [ADDR_WIDTH-1:0] wr_addr,  
    input [BIT_DEPTH-1:0] data_in,  
    input [ADDR_WIDTH-1:0] rd_addr,  
    output [BIT_DEPTH-1:0] data_out  
);
reg [BIT_DEPTH-1:0] LUTRAM [DEPTH-1:0];  
always @(posedge clk) begin
    if (wr_en) begin
        LUTRAM[wr_addr] <= data_in;  
    end
end
assign data_out = LUTRAM[rd_addr];  
endmodule
```
**design/flow/run.sh**
```bash
#!/bin/bash
# OpenROAD 26Q1-2900-gdf79404cd8, Yosys 0.63+post, stock flow scripts
make -C /OpenROAD-flow-scripts/flow DESIGN_CONFIG=/design/flow/config.mk WORK_HOME=/design/flow/orfs finish
```
==> run notes <==
yosys + openroad results -> status=complete, no violations, drt total wl=656000 µm, vias in the first global route=roughly 130k, H-tree depth=6, maxcap violations=0, top_reg_cell synth=edfxtp_1, drt wl/cell=roughly 29 µm, ys cells=10798, critical path class=input pin to primary output, ys flops=6272, min Tclk post-route=18.86 ns, Syn Std Cell Area=243000 µm², Placed Cells incl. Taps=~22000, Pins Over Slew Limit=0, yosys stat area=around 240000 µm², Slowest-stage cell, CP=nor4_1, Leak=84.5 nW, gpl congestion=around 0.87, Post-Layout Cell Count=22807, die area=815000 µm², crit start category=input pin, max incr delay on CP=0.77 ns, Post-Syn Instances=between 10000 and 15000, VDD IR max=72.2 µV, Final TNS setup=0 ns, DR iter-0 viols=8209, Top Registers=LUTRAM: 6272 flops, DP Wirelength=406000 µm, Synth top area share=77.4%, via count=114801, IO Pins=38, FF/Latch Area=188000 µm², Comb area=between 50000 and 60000 µm², Setup Buffers After CTS=0, first-pass GRT wire length=933000 µm, antenna-violating nets left=0, TritonCTS sink count=roughly 6300, Critical Path RT=about 22 ns, RSZ-0062 raised after global routing=false, Syn Area/Cell=22.5 µm², layout filler cell count=73858, ratio of cells with drive above 1 in the final layout=around 28%, most used cell, CP=buf_4, Synth cell types=~63, worst-margin pin slew=1.41 ns, Tot GR Track Use=17.2%, Congestion Overflow GR=0, post_cts resized=0, initial antenna violation count=about 46, Num CTS Buffers=625, Layout area overhead=14.5%, Hold Fails Final Rpt=0, critical path fanouts, max=73, row count=330, fin crit share=70.1%, Async SR Flop Fraction=0%, Clock Tree Root=clkbuf_16, WP data arrival=13.48 ns, DRC=0, CTS clk-pin slew, worst paths=roughly 0.060 ns, Crit. End Element=primary output, OpenROAD warnings=36, most flop-heavy register=LUTRAM, # hold bufs at CTS=0, drt pass-1 iters=6, largest area contributor in the netlist=edfxtp_1, Cell Chain, Critical Path=buf_16 -> buf_4 -> buf_4 -> buf_4 -> buf_12 -> buf_4 -> buf_4 -> mux4_2 -> mux4_2 -> mux2i_1 -> mux4_2 -> nor4_1 -> buf_4 -> a211oi_1 -> a31oi_1 -> clkdlybuf4s50_1, FP Util=30.1%, Die H=903 µm, final setup vio count=0, Post-synth EDFFs=between 6000 and 7000, hold slack final=4.73 ns, largest net degree at the start of global routing=~120, Via density=5.03, die x size=903 µm, Worst slew margin=between 5 and 6%, CTS tree=done, min-delay worst type=input pin to flop, Total Power=20.0 mW, max reg flops=~6300, Synth Warn #=1, sequential fraction of the synthesis area=around 77%, Pwr Density=71.9 nW/µm², CTS Buffer Depth=4, Core Footprint=808000 µm², f_max=0.0530 GHz, Top cells by area=edfxtp_1 77%, mux4_2 16%, mux2i_1 1.4%, Port Buf Inserts=37
[through the flow]
stage                     worst slack, ns  area (µm²)  utilization [%]
after global placement               7.89      259000             32.1
final                                8.04      279000             34.5
after floorplan                     13.52      243000                -
after global routing                 7.48      279000             34.5
after detailed placement             7.87      259000             32.1
after CTS                            7.87      278000             34.5
[cell usage after synthesis, drive strengths merged (42+ instances only)]
cell,number
a21oi,100
nor2,837
nand2,192
o221ai,130
buf,424
nor3,63
nand3,50
mux2i,340
clkbuf,264
a22oi,42
mux4,1704
o22ai,85
edfxtp,6272
[report_power, final]
group,internal (mW),total (mW),switching [mW]
registers,10.8,10.8,0.00130
logic,0.349,0.993,0.643
clock network,4.63,8.29,3.66
[critical path: cells and delay by family]
family / cells / cell delay [ns]
compound gates: 2 / 0.74
buf+inv: 9 / 4.94
mux: 4 / 1.32
simple gates: 1 / 0.77
[layout by cell type, fill, tap and decap left out, types with 85 or more instances in the layout]
master | synthesis | layout
a21oi_1 | 100 | 100
buf_4 | 73 | 717
clkbuf_1 | 263 | 156
clkbuf_16 | 0 | 633
clkinv_1 | 0 | 144
edfxtp_1 | 6272 | 6272
mux2i_1 | 340 | 340
mux4_2 | 1689 | 1689
nand2_1 | 192 | 192
nor2_1 | 837 | 830
o221ai_1 | 129 | 129
o22ai_1 | 85 | 85
[per-layer routing]
layer	vias up	share of wire [%]	wire length, µm	global-route usage (%)
li1	47305	-	-	-
met1	58758	31	201000	18.2
met2	7493	45	297000	24.7
met3	1194	20	130000	15.6
met4	51	4.1	27100	5.53
met5	-	0.14	925	1.05
[cell families after synthesis]
kind of cell	count (synthesis)	share of synthesized area [%]
flops	6272	77.4
simple gates	1244	2.10
compound gates	536	1.59
buf+inv	696	1.68
mux	2050	17.2
[final timing paths]
path	start	end	slack, ns	depth (start not counted)
worst max-delay path	rd_addr[0]	data_out[5]	8.04	16
worst min-delay path	data_in[3]	LUTRAM[440][3]	4.73	1
[layout make-up]
type,count,area share (%)
Clock buffer,789,5.90
Antenna cell,38,0.0341
Inverter,6,0.0144
Timing Repair Buffer,762,2.14
Multi-Input combinational cell,3830,18.5
Sequential cell,6272,67.6
Clock inverter,320,0.991
Tap cell,10790,4.85
Power figures rest on the tool's default switching activity, not on a simulated workload.
