### design/flow/design.v
module LUTRAM2 #(
    BIT_DEPTH = 8,  
    ADDR_WIDTH = 10,  
    DEPTH = 784  
) (
    input clk,
    input wr_en,  
    input [ADDR_WIDTH-1:0] wr_addr,  
    input [BIT_DEPTH-1:0] data_in,  
    input [ADDR_WIDTH-1:0] rd_addr,  
    output [BIT_DEPTH-1:0] data_out  
);
reg [BIT_DEPTH-1:0] LUTRAM [DEPTH-1:0];  
always @(posedge clk) begin
    if (wr_en) begin
        LUTRAM[wr_addr] <= data_in;  
    end
end
assign data_out = LUTRAM[rd_addr];  
endmodule
### design/flow/run.sh
#!/bin/bash
# OpenROAD 26Q1-2900-gdf79404cd8, Yosys 0.63+post, stock flow scripts
make -C /OpenROAD-flow-scripts/flow DESIGN_CONFIG=/design/flow/config.mk WORK_HOME=/design/flow/orfs finish
### design/flow/config.mk
export PLATFORM = sky130hd
export DESIGN_NAME = LUTRAM2
export DESIGN_NICKNAME = LUTRAM2
export VERILOG_FILES = /design/flow/design.v
export SDC_FILE = /design/flow/constraint.sdc
export NUM_CORES = 4
export LEC_CHECK = 1
export CORE_UTILIZATION = 50
export SYNTH_MEMORY_MAX_BITS = 65536
### design/flow/constraint.sdc
current_design LUTRAM2

set clk_period 44.9
set clk_io_pct 0.2

create_clock -name clk0 -period $clk_period [get_ports {clk}]

set non_clock_inputs [all_inputs -no_clocks]
set_input_delay [expr $clk_period * $clk_io_pct] -clock clk0 $non_clock_inputs
set_output_delay [expr $clk_period * $clk_io_pct] -clock clk0 [all_outputs]
==> flow_summary_export.csv <==
group,metric,value,unit
floorplan,num_io_pins,38,
worst_setup_path,crit_top_cell,"buf_4",
placement,routabilityCongestion,0.897,
cts,root_buffer,"clkbuf_16",
logic_synthesis,yosysChipArea,243000,µm²
floorplan,rows,255,
route,drt_iter0_drc,7660,
logic_synthesis,synthCells,10800,
layout,layoutNonFillerInstCount,18400,
route,num_vias,114000,
power,p_leak,84.2,nW
worst_setup_path,path_class,"primary input to output port",
route,drc,0,
grt,track_usage,0.301,
layout,drive_gt1_frac,0.271,
sta,setup_viol,0,
placement,placed_cells,17100,
logic_synthesis,ys_seq_frac,0.774,
sta,relSlewSlack,0.212,
grt,grt_max_degree,139,
logic_synthesis,synthFlopType,"edfxtp_1",
flow_run,cap_violations,0,
sta,max_clock_freq,38.6,MHz
worst_setup_path,crit_family,"buffers and inverters",
power,ir_worst_vdd,0.0395,mV
route,first_pass_iters,7,
logic_synthesis,synth-edff-count,6272,
sta,rsz0062_at_grt,"false",
worst_setup_path,cp_cell_sequence,"buf_16, buf_4, buf_4, buf_4, buf_4, buf_4, buf_4, mux2i_1, o221ai_1, o22ai_1, nor3_1, nor3_1, or3_1, or4_1, a32oi_1, clkdlybuf4s50_1",
status,status,"finished, final reports clean",
layout,final_area,273000,µm²
sta,period_minus_slack,25.90,ns
floorplan,die_y,700,µm
worst_setup_path,cpMaxStageDelayCell,"buf_4",
route,drt_wl_total,639000,µm
floorplan,dieArea,489000,µm²
grt,grt_first_pass_wirelength,914000,µm
worst_setup_path,critical-path-max-stage-delay,0.72,ns
sta,worst_pin_slew,1.18,ns
cts,hold_buffers,0,
grt,grt_pass1_vias,128000,
worst_setup_path,cp_data_required_time,35.92,ns
worst_hold_path,worst_hold_path_type,"primary input to flop",
sta,hold_viol,0,
cts,cts_sinks,6272,
sta,fin_ws,19.00,ns
grt,top_usage_layer,"met2",
power,p_per_area,44.7,nW/µm²
sta,tns,0,ns
grt,grt_overflow,0,
floorplan,die_w,700,µm
route,postRouteAntennaNets,0,
floorplan,fp-utilization,0.503,
logic_synthesis,synth-async-reset-ratio,0,
grt,antenna_found_initial,49,
placement,placed_cell_area,253000,µm²
layout,regArea,188000,µm²
logic_synthesis,topCellsByArea,"edfxtp_1 (77%), mux4_2 (16%), mux2i_1 (1.4%), nor2_1 (1.3%), o221ai_1 (0.46%)",
worst_setup_path,cp-end-kind,"output port",
route,via_per_inst,6.22,
layout,largest-register,"LUTRAM",
logic_synthesis,synth_cell_types,63,
layout,fillCellCount,34100,
cts,path_clk_slew,0.06,ns
worst_setup_path,start_kind,"primary input",
route,wl_per_cell,34.8,µm
placement,dp_slack,18.93,ns
layout,largestRegisters,"LUTRAM x6272",
cts,cts_htree_levels,6,
sta,finalCritPeriodShare,0.577,
worst_setup_path,path_max_fanout,72,
cts,post_cts_resized,0,
layout,largest_reg_flops,6272,
logic_synthesis,yosysWarnings,1,
floorplan,core,483000,µm²
logic_synthesis,yosysTopAreaCell,"edfxtp_1",
placement,dp.final_hpwl,392000,µm
flow_run,tool_warnings,34,
logic_synthesis,synth.avg_cell_area,22.5,µm²
worst_setup_path,cp_data_arrival_time,16.92,ns
grt,gr-usage-met3,0.259,
grt,grt_use_met2,0.418,
sta,drv_slew,0,
layout,area_delta_synth_final,12.3,%
cts,cts_setup_buffers,0,
cts,cts_tree,"built",
layout,final_core_utilization,0.565,
cts,numCtsBuffers,638,
layout,comb_area,51400,µm²
placement,numPortBuffers,37,
logic_synthesis,yosys_cells,10800,
logic_synthesis,ys_seq_elements,6272,
worst_setup_path,cp_num_buf_inv,8,
logic_synthesis,syn-cell-area,243000,µm²
cts,ctsLongestPathBuffers,4,
grt,use_met1,0.368,
logic_synthesis,synth_top_area_share,0.774,
[cell usage after synthesis (8+ instances only)]
| library cell | n |
|---|---|
| o221ai_1 | 129 |
| buf_12 | 8 |
| buf_6 | 92 |
| mux4_1 | 15 |
| a21oi_1 | 100 |
| nor2_1 | 837 |
| a32oi_1 | 13 |
| o21ai_0 | 35 |
| nand4_1 | 14 |
| a211oi_1 | 19 |
| mux2i_1 | 340 |
| o22ai_1 | 85 |
| clkbuf_1 | 263 |
| nor3_1 | 63 |
| edfxtp_1 | 6272 |
| a22oi_1 | 42 |
| or3_1 | 11 |
| a31oi_1 | 10 |
| a221oi_1 | 24 |
| buf_1 | 81 |
| buf_2 | 156 |
| nor4_1 | 16 |
| a22o_1 | 17 |
| mux4_2 | 1689 |
| nor2b_1 | 17 |
| nand3_1 | 50 |
| o211ai_1 | 19 |
| buf_4 | 73 |
| buf_8 | 14 |
| nand2_1 | 192 |
[routing by layer]
layer | wire length, µm | part of all wire
met5 | 2590 | 0.0040
met4 | 21900 | 0.034
met3 | 127000 | 0.20
met2 | 298000 | 0.47
met1 | 189000 | 0.30
[stage by stage]
step	hold WS, ns	power [mW]
after floorplan	9.08	6.88
final	8.36	12.2
after detailed placement	9.48	7.16
after global routing	8.36	12.5
after global placement	9.47	7.15
after CTS	8.31	12.3
[report_power, final]
group | internal (mW) | switching (mW)
Clock | 2.99 | 2.19
Sequential | 6.44 | 0.000806
Combinational | 0.207 | 0.380
Total | 9.64 | 2.57
[cell type report]
class,instances,area share
repair buffers,590,0.0173
clock buffers,783,0.0618
inverters,6,0.000142
clock inverters,361,0.0128
diodes,85,0.000779
well taps,6425,0.0294
multi-input cells,3830,0.188
flip-flops and latches,6272,0.689
[worst paths after layout]
kind,startpoint,end,slack (ns),depth (start not counted)
max,rd_addr[0],data_out[7],19.00,16
min,data_in[3],LUTRAM[414][3]$_DFFE_PP_,8.36,1
[logic make-up after synthesis]
group	after synthesis	synth area share
DFF	6272	0.774
buffers and inverters	696	0.0168
muxes	2050	0.172
AOI/OAI and AO/OA	536	0.0159
and+or+nand+nor	1244	0.0210
[cells in the final DEF (no fill, tap or decap), types with 12 or more instances in the layout]
cell type	n
edfxtp_1	6272
mux4_2	1689
nor2_1	832
clkbuf_16	656
buf_4	543
mux2i_1	340
nand2_1	192
clkinv_1	139
o221ai_1	129
clkbuf_1	127
clkinv_2	104
a21oi_1	100
diode_2	85
o22ai_1	85
nor3_1	60
bufinv_16	54
a22oi_1	42
o21ai_0	35
nand3_4	32
a221oi_1	24
o211ai_1	19
clkinvlp_4	19
clkdlybuf4s50_1	19
a211oi_1	18
inv_6	18
a22o_1	17
nor4_1	16
nand3_1	15
mux4_1	15
nand4_1	14
a32oi_1	13
nor2b_1	12
Power is estimated from default activity; no workload was simulated.
